==> flow/design.v <==
module NV_soDLA_CSC_DL_CBUF_mng_gate(  
  input         nvdla_core_ng_clk,  
  input         nvdla_core_rstn,  
  input         cdma2sc_dat_updt,  
  input  [13:0] cdma2sc_dat_slices,  
  input  [14:0] cdma2sc_dat_entries,  
  input         sc2cdma_dat_pending_req,  
  input  [13:0] sc2cdma_dat_slices_w,  
  input  [14:0] sc2cdma_dat_entries_w,  
  input         dat_rls,  
  input         sg2dl_reuse_rls,  
  input         is_sg_running,  
  input         is_sg_running_d1,  
  input  [4:0]  data_bank,  
  output [13:0] dat_slice_av1,  
  output [14:0] dat_entry_avl,  
  output [14:0] dat_entry_st,  
  output [14:0] dat_entry_end  
);
  wire  _T_40;  
  reg [13:0] dat_slice_avl_reg;  
  reg [31:0] _RAND_0;
  reg [14:0] dat_entry_avl_reg;  
  reg [31:0] _RAND_1;
  reg [14:0] dat_entry_st_reg;  
  reg [31:0] _RAND_2;
  reg [14:0] dat_entry_end_reg;  
  reg [31:0] _RAND_3;
  wire [13:0] dat_slice_avl_add;  
  wire [13:0] dat_slice_avl_sub;  
  wire [14:0] _T_53;  
  wire [14:0] _GEN_4;  
  wire [15:0] _T_54;  
  wire [15:0] _T_55;  
  wire [15:0] _T_56;  
  wire [13:0] dat_slice_avl_w;  
  wire [14:0] dat_entry_avl_add;  
  wire [14:0] dat_entry_avl_sub;  
  wire [15:0] _T_60;  
  wire [15:0] _GEN_5;  
  wire [16:0] _T_61;  
  wire [16:0] _T_62;  
  wire [16:0] _T_63;  
  wire [14:0] dat_entry_avl_w;  
  wire [15:0] _T_64;  
  wire [14:0] dat_entry_st_inc;  
  wire [13:0] _T_70;  
  wire [14:0] _GEN_6;  
  wire [15:0] _T_71;  
  wire [15:0] _T_72;  
  wire [14:0] dat_entry_st_inc_wrap;  
  wire  is_dat_entry_st_wrap;  
  wire [14:0] _T_80;  
  wire [14:0] dat_entry_st_w;  
  wire [15:0] _T_81;  
  wire [14:0] dat_entry_end_inc;  
  wire [15:0] _T_88;  
  wire [15:0] _T_89;  
  wire [14:0] dat_entry_end_inc_wrap;  
  wire  is_dat_entry_end_wrap;  
  wire [14:0] _T_97;  
  wire [14:0] dat_entry_end_w;  
  wire  _T_98;  
  wire  _T_99;  
  wire [13:0] _GEN_0;  
  wire [14:0] _GEN_1;  
  wire  _T_102;  
  wire [14:0] _GEN_2;  
  wire  _T_103;  
  wire [14:0] _GEN_3;  
  assign _T_40 = nvdla_core_rstn == 1'h0;  
  assign dat_slice_avl_add = cdma2sc_dat_updt ? cdma2sc_dat_slices : 14'h0;  
  assign dat_slice_avl_sub = dat_rls ? sc2cdma_dat_slices_w : 14'h0;  
  assign _T_53 = dat_slice_avl_reg + dat_slice_avl_add;  
  assign _GEN_4 = {{1'd0}, dat_slice_avl_sub};  
  assign _T_54 = _T_53 - _GEN_4;  
  assign _T_55 = $unsigned(_T_54);  
  assign _T_56 = sc2cdma_dat_pending_req ? 16'h0 : _T_55;  
  assign dat_slice_avl_w = _T_56[13:0];  
  assign dat_entry_avl_add = cdma2sc_dat_updt ? cdma2sc_dat_entries : 15'h0;  
  assign dat_entry_avl_sub = dat_rls ? sc2cdma_dat_entries_w : 15'h0;  
  assign _T_60 = dat_entry_avl_reg + dat_entry_avl_add;  
  assign _GEN_5 = {{1'd0}, dat_entry_avl_sub};  
  assign _T_61 = _T_60 - _GEN_5;  
  assign _T_62 = $unsigned(_T_61);  
  assign _T_63 = sc2cdma_dat_pending_req ? 17'h0 : _T_62;  
  assign dat_entry_avl_w = _T_63[14:0];  
  assign _T_64 = dat_entry_st_reg + dat_entry_avl_sub;  
  assign dat_entry_st_inc = dat_entry_st_reg + dat_entry_avl_sub;  
  assign _T_70 = {data_bank,9'h0};  
  assign _GEN_6 = {{1'd0}, _T_70};  
  assign _T_71 = dat_entry_st_inc - _GEN_6;  
  assign _T_72 = $unsigned(_T_71);  
  assign dat_entry_st_inc_wrap = _T_72[14:0];  
  assign is_dat_entry_st_wrap = dat_entry_st_inc >= _GEN_6;  
  assign _T_80 = is_dat_entry_st_wrap ? dat_entry_st_inc_wrap : dat_entry_st_inc;  
  assign dat_entry_st_w = sc2cdma_dat_pending_req ? 15'h0 : _T_80;  
  assign _T_81 = dat_entry_end_reg + dat_entry_avl_add;  
  assign dat_entry_end_inc = dat_entry_end_reg + dat_entry_avl_add;  
  assign _T_88 = dat_entry_end_inc - _GEN_6;  
  assign _T_89 = $unsigned(_T_88);  
  assign dat_entry_end_inc_wrap = _T_89[14:0];  
  assign is_dat_entry_end_wrap = dat_entry_end_inc >= _GEN_6;  
  assign _T_97 = is_dat_entry_end_wrap ? dat_entry_end_inc_wrap : dat_entry_end_inc;  
  assign dat_entry_end_w = sc2cdma_dat_pending_req ? 15'h0 : _T_97;  
  assign _T_98 = cdma2sc_dat_updt | dat_rls;  
  assign _T_99 = _T_98 | sc2cdma_dat_pending_req;  
  assign _GEN_0 = _T_99 ? dat_slice_avl_w : dat_slice_avl_reg;  
  assign _GEN_1 = _T_99 ? dat_entry_avl_w : dat_entry_avl_reg;  
  assign _T_102 = dat_rls | sc2cdma_dat_pending_req;  
  assign _GEN_2 = _T_102 ? dat_entry_st_w : dat_entry_st_reg;  
  assign _T_103 = cdma2sc_dat_updt | sc2cdma_dat_pending_req;  
  assign _GEN_3 = _T_103 ? dat_entry_end_w : dat_entry_end_reg;  
  assign dat_slice_av1 = dat_slice_avl_reg;  
  assign dat_entry_avl = dat_entry_avl_reg;  
  assign dat_entry_st = dat_entry_st_reg;  
  assign dat_entry_end = dat_entry_end_reg;  
  always @(posedge nvdla_core_ng_clk) begin
    if (_T_40) begin
      dat_slice_avl_reg <= 14'h0;
    end else begin
      if (_T_99) begin
        dat_slice_avl_reg <= dat_slice_avl_w;
      end
    end
    if (_T_40) begin
      dat_entry_avl_reg <= 15'h0;
    end else begin
      if (_T_99) begin
        dat_entry_avl_reg <= dat_entry_avl_w;
      end
    end
    if (_T_40) begin
      dat_entry_st_reg <= 15'h0;
    end else begin
      if (_T_102) begin
        if (sc2cdma_dat_pending_req) begin
          dat_entry_st_reg <= 15'h0;
        end else begin
          if (is_dat_entry_st_wrap) begin
            dat_entry_st_reg <= dat_entry_st_inc_wrap;
          end else begin
            dat_entry_st_reg <= dat_entry_st_inc;
          end
        end
      end
    end
    if (_T_40) begin
      dat_entry_end_reg <= 15'h0;
    end else begin
      if (_T_103) begin
        if (sc2cdma_dat_pending_req) begin
          dat_entry_end_reg <= 15'h0;
        end else begin
          if (is_dat_entry_end_wrap) begin
            dat_entry_end_reg <= dat_entry_end_inc_wrap;
          end else begin
            dat_entry_end_reg <= dat_entry_end_inc;
          end
        end
      end
    end
  end
endmodule
==> flow/run.sh <==
#!/bin/bash
# OpenROAD 26Q1-2900-gdf79404cd8, Yosys 0.63+post, stock flow scripts
make -C /OpenROAD-flow-scripts/flow DESIGN_CONFIG=/design/flow/config.mk WORK_HOME=/design/flow/orfs finish
==> flow/config.mk <==
export PLATFORM = sky130hd
export DESIGN_NAME = NV_soDLA_CSC_DL_CBUF_mng_gate
export DESIGN_NICKNAME = NV_soDLA_CSC_DL_CBUF_mng_gate
export VERILOG_FILES = /design/flow/design.v
export SDC_FILE = /design/flow/constraint.sdc
export NUM_CORES = 4
export LEC_CHECK = 1
export CORE_UTILIZATION = 30
==> flow/constraint.sdc <==
current_design NV_soDLA_CSC_DL_CBUF_mng_gate

set clk_period 10.4
set clk_io_pct 0.2

create_clock -name clk0 -period $clk_period [get_ports {nvdla_core_ng_clk}]

set non_clock_inputs [all_inputs -no_clocks]
set_input_delay [expr $clk_period * $clk_io_pct] -clock clk0 $non_clock_inputs
set_output_delay [expr $clk_period * $clk_io_pct] -clock clk0 [all_outputs]
==> impl_metrics.csv <==
group,metric,value,unit
outcome,status,"finished, final reports clean",
final_timing,fin_skew,0.006679,ns
critical_path,data_arrival_critical_path,7.42,ns
routing,vias_per_cell,4.758,
critical_path,timing.rr.start,"dat_entry_st_reg[0]",
final_layout,areaGrowthSynthToFinish,29.33,%
min_path,hold_class,"flop to flop",
critical_path,critical_path_peak_fanout,5,
power_and_ir_drop,power.ir.vdd_worst,84.83,uV
critical_path,path_cells,"clkdlybuf4s50_1, and2_1, ha_1, fa_1, a21o_1, a21oi_1, o21bai_1, a31o_2, a211oi_1, o21ai_0, xnor2_1, ha_1, nand4b_1, or4_1, or4_4, o31ai_2, nor3_1, o31a_1",
global_routing,global_route_wire_length_before_repair,28.18,mm
global_routing,number_of_antenna_violations_at_the_first_check_in_global_routing,0,
critical_path,critical_path.max_stage_delay,0.55,ns
synthesis,ys_async_sr_fraction,0,%
cts,buffer_depth_of_the_longest_clock_path,2,
critical_path,reg2reg_to,"dat_entry_st_reg[9]",
routing,drt_pre_antenna_iters,4,
global_routing,gr-max-usage-layer,"met2",
final_layout,drive_gt1_share,4.031,%
cts,hold_buffers,0,
critical_path,crit_path_start_kind,"input port",
global_routing,largest_net_degree_at_the_start_of_global_routing,50,
final_timing,grt_setup_unrepaired,"false",
synthesis,enable_flop_cells,0,
synthesis,top_cell,"sky130_fd_sc_hd__inv_1",
synthesis,synthDominantAreaCellType,"sky130_fd_sc_hd__dfxtp_1",
synthesis,synth_top_area_share,18.98,%
critical_path,setup.worst_path.class,"input port to flop",
floorplan,core_region_area,20300,sq um
floorplan,die_area,21320,sq um
synthesis,number_of_standard_cells_after_synthesis,794,
critical_path,end_kind,"flop",
global_routing,globalRouteOverflowTotal,0,
routing,route.detailed.wl_per_inst,14.51,um
final_timing,achievable-frequency,139.1,MHz
synthesis,number_of_synthesis_warnings,1,
floorplan,floorplan.rows,52,
synthesis,synth.distinct_cells,61,
job,openroad.warnings,28,
critical_path,setup.worst_path.end,"dat_entry_st_reg[9]",
cts,clock_sink_count,59,
power_and_ir_drop,p_per_area,142.9,nW/um^2
synthesis,synth-main-ff-cell,"sky130_fd_sc_hd__dfxtp_1",
cts,worstSkewPairLatency,0.34,ns
final_layout,instances_no_fill,1188,
routing,insertedDiodeCount,0,
cts,cts_tree,"built",
final_timing,final_max_slew_viol_count,0,
placed_design,numPlacedInstances,1173,
final_timing,final.setup.tns,0,ns
critical_path,path_common_cell,"sky130_fd_sc_hd__ha_1",
routing,detail_route.drc_violations,0,
placed_design,place_congestion,0.8687,
synthesis,syn-mean-instance-area,7.838,sq um
synthesis,synth.cell_area,6223,sq um
power_and_ir_drop,p_leak,3.703,nW
routing,drt_iter0_drc,196,
global_routing,met3_usage,2.611,%
critical_path,timing.critical_path.slowest_stage_cell,"sky130_fd_sc_hd__or4_4",
synthesis,yosysSeqAreaShare,18.98,%
global_routing,grt_pass1_vias,5621,
routing,route.final.wire_length,17.24,mm
cts,root_buffer,"sky130_fd_sc_hd__clkbuf_16",
floorplan,floorplanUtilization,30.66,%
cts,cts.clk_slew.worst_paths,0.05,ns
synthesis,ys_chip_area,6223,sq um
synthesis,yosys-stat-cells,794,
synthesis,flip_flop_and_latch_count_after_synthesis,59,
synthesis,area_leaders,"sky130_fd_sc_hd__dfxtp_1, sky130_fd_sc_hd__ha_1, sky130_fd_sc_hd__fa_1",
critical_path,startpoint,"sc2cdma_dat_entries_w[0]",
cts,post_cts_resized,0,
critical_path,worst_ep_required_time,10.63,ns
final_timing,min_period,7.191,ns
cts,tritoncts.num_buffers,9,
floorplan,number_of_i_o_pins,130,
synthesis,top_cells_by_count,"sky130_fd_sc_hd__inv_1, sky130_fd_sc_hd__nand2_1, sky130_fd_sc_hd__ha_1, sky130_fd_sc_hd__dfxtp_1",
final_timing,final-hold-violation-count,0,
routing,ant_nets,0,
job,timing.max_cap.violations,0,
critical_path,reg2reg_setup_slack,5.24,ns
placed_design,placement.io_buffers,126,
final_timing,maxSlewHeadroom,51.97,%
global_routing,grt.total_usage,16.97,%
floorplan,die_h,146.0,um
routing,route.vias.total,5653,
global_routing,grt_use_met1,25.11,%
final_timing,setup_viol_count_final,0,
final_layout,fillerInstances,2113,
critical_path,ff2ff_path_depth,16,
global_routing,global_route.usage.met2,26.91,%
floorplan,die.size.x,146.0,um
final_timing,tightest_slew,0.7023,ns
final_timing,final_min_period_over_clock_period,69.15,%
placed_design,detailed_place_hpwl,13.58,mm
cts,cts_htree_levels,3,
cts,postCtsSetupRepairBufs,0,
==> logic make-up (layout without fill, tap and decap cells) <==
group,after synthesis,count (layout),share of synthesized area (%)
flip-flops,59,59,18.98
multiplexers,17,17,2.734
adder cells (fa/ha/maj),98,98,23.44
AND/OR/NAND/NOR,235,235,18.24
buffers and inverters,141,265,8.625
XOR/XNOR,53,53,7.459
AND-OR/OR-AND,191,191,20.53
==> power breakdown <==
group / leakage, nW / internal [mW] / switching (mW)
combinational: 3.08 / 0.286 / 0.298
clock: 0.141 / 0.179 / 0.113
sequential: 0.482 / 0.252 / 0.0210
total: 3.70 / 0.717 / 0.433
==> worst max-delay path, delay by kind of cell <==
family | cells | cell delay [ns]
adders and majority gates | 3 | 1.02
AOI/OAI and AO/OA | 8 | 2.25
buffers and inverters | 1 | 0.42
xor gates and xnor gates | 1 | 0.19
and+or+nand+nor | 5 | 1.45
==> metal layers <==
layer / wire (um) / part of all wire (%) / vias up
li1: - / - / 2953
met1: 8275 / 48 / 2543
met2: 7615 / 44 / 138
met3: 1009 / 5.9 / 19
met4: 336 / 1.9 / 0
met5: 0 / 0 / -
==> layout by cell type, fill, tap and decap left out, drive strengths merged, types with 7 or more instances in the layout <==
master,n
a21oi,57
nand3,15
and3,7
xnor2,35
inv,116
mux2i,17
clkdlybuf4s50,124
a211oi,16
and2,30
a21o,27
nor3,20
fa,31
o21bai,11
dfxtp,59
ha,67
nand2,75
o21a,7
buf,8
o21ai,28
clkbuf,13
xor2,18
nor2,56
==> worst min path at each step <==
stage,from,to,cells after the start
6_report,dat_entry_avl_reg[0],dat_entry_avl_reg[0],2
5_1_grt,dat_entry_avl_reg[10],dat_entry_avl_reg[10],2
4_1_cts,dat_entry_avl_reg[9],dat_entry_avl_reg[9],2
==> stage by stage <==
stage               setup WS (ns)  hold WS (ns)  util, %  instance area (sq um)  total power [mW]
detailed placement          2.832        0.4620    38.27                   7769            0.8637
CTS                         3.183        0.4700    39.65                   8049             1.166
floorplan                   3.293        0.4319        -                   6223            0.6955
global placement            2.829        0.4548    38.27                   7769            0.8624
global route                2.896        0.4969    39.65                   8049             1.257
finish                      3.209        0.4664    39.65                   8049             1.150
==> cell type report <==
type / count / area [sq um] / share of cell area [%]
multi-input combinational: 594 / 4511 / 56.04
timing repair buffer: 132 / 1296 / 16.10
sequential: 59 / 1181 / 14.67
inverter: 118 / 442.9 / 5.503
tap: 270 / 337.8 / 4.197
clock buffer: 13 / 270.3 / 3.358
clock inverter: 2 / 10.01 / 0.1244
Power and IR drop assume default switching activity.
